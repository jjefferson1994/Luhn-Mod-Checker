==> design/flow/design.v <==
module luhnmod16(
	input clock, rst_n,
	input size_valid,
	output size_ready,
	input [7:0] size,
	input data_valid,
	output data_ready,
	input [3:0] data,
	output check_valid,
	input check_ready,
	output check
);
wire read_num;
wire size_empty;
wire [7:0] num_nibbles;
wire read_nibble;
wire data_empty;
wire [3:0] nibble;
wire write_check;
wire check_full;
wire good_check;
highluhnmod16 HLM (clock,rst_n,size_empty,read_num,num_nibbles,data_empty,read_nibble,nibble,write_check,check_full,good_check);
size_ctrl SC (clock, rst_n, size_valid, size_ready, size, read_num, size_empty, num_nibbles);
data_ctrl DC (clock, rst_n, data_valid, data_ready, data, read_nibble, data_empty, nibble);
check_ctrl CC (clock, rst_n, check_valid, check_ready, check, write_check, check_full, good_check);
endmodule
module highluhnmod16(
	input clock, rst_n,
	input size_empty,
	output reg read_num,
	input [7:0] num_nibbles,
	input data_empty,
	output reg read_nibble,
	input [3:0] nibble,
	output reg write_check,
	input check_full,
	output reg good_check
);
localparam IF_EMPTY_SIZE = 0;  
localparam READ_INTO_REG_SIZE = 1;
localparam CHECK_STEP_SIZE = 2;
localparam WRITE_STEP = 3;
localparam IF_EMPTY_DATA = 4;
localparam READ_INTO_REG_DATA = 5;
localparam CHECK_STEP_DATA = 6;
reg [2:0] cstate_size,cstate_data,cstate_check,nstate_size,nstate_data,nstate_check;  
reg [4:0] nibreg;  
reg [7:0] nibsize;  
reg [3:0] accum;  
always @ (posedge clock)  
	begin
	if(!rst_n)
		begin
		cstate_size = IF_EMPTY_SIZE;  
		cstate_data = IF_EMPTY_DATA;
		cstate_check = WRITE_STEP;
		read_num = 0;
		read_nibble = 0;
		write_check = 0;
		end
	else
		begin
		cstate_size = nstate_size;
		cstate_data = nstate_data;
		cstate_check = nstate_check;
	end
	end
always @ (*)
	begin
	case(cstate_size)
		IF_EMPTY_SIZE:
		begin
		nibreg = 0; 
		nibsize = 5;
		accum = 0;
		write_check = 0; 
		if(!(size_empty == 0))  
			begin
			read_num = 0;
			nstate_size = IF_EMPTY_SIZE;
			end
		else
			begin
			read_num = 0;
			nibsize = num_nibbles;
			nstate_size = READ_INTO_REG_SIZE;
			end
		end
		READ_INTO_REG_SIZE:  
		begin
		read_num = 1;
		nstate_size = CHECK_STEP_SIZE;
		end
		CHECK_STEP_SIZE:
		begin
		read_num = 0;
		if(write_check == 1)
			begin
			nstate_size = IF_EMPTY_SIZE;
			read_num = 0;
			end
		else
			begin
			nstate_size = CHECK_STEP_SIZE;
			read_num = 0;
			end
		end
		default:
		begin
		nstate_size = IF_EMPTY_SIZE;
		end
	endcase
	case(cstate_data)
		IF_EMPTY_DATA:
		begin
		if(data_empty == 0)
			begin
			read_nibble = 0;
			nstate_data = READ_INTO_REG_DATA;
			end
		else
			begin
			read_nibble = 0;
			nstate_data = IF_EMPTY_DATA;
			end
		end
		READ_INTO_REG_DATA:
		begin
		read_nibble = 1;
		nibreg = nibble;
		if(nibsize % 2 == 0) 
		begin
		nibreg = nibreg << 1;
		nibreg = nibreg[4] + nibreg[3:0];
		end	
		else
		begin
		nibreg = nibreg;
		end
		accum = accum + nibreg;
		if(accum == 0)
		good_check = 1;
		else
		good_check = 0;
		nibsize = nibsize - 1;
		if(nibsize != 0)
			begin
			nstate_data = IF_EMPTY_DATA;
			end
		else
			nstate_data = READ_INTO_REG_DATA;
		end
		default:
		begin
		nstate_data = IF_EMPTY_DATA;
		end
	endcase
	case(cstate_check)
		WRITE_STEP:
		begin
		if((nibsize == 0) && (check_full==0))
			begin
			write_check = 1;
			nstate_check = WRITE_STEP;
			end
		else
			begin
			write_check = 0;
			nstate_check = WRITE_STEP;
			end
		end
		default:
		begin
			write_check = 0;
			nstate_check = WRITE_STEP;
		end
	endcase
	end
endmodule
==> design/flow/run.sh <==
#!/bin/bash
# OpenROAD 26Q1-2900-gdf79404cd8, Yosys 0.63+post, stock flow scripts
make -C /OpenROAD-flow-scripts/flow DESIGN_CONFIG=/design/flow/config.mk WORK_HOME=/design/flow/orfs finish
==> design/flow/config.mk <==
export PLATFORM = sky130hd
export DESIGN_NAME = highluhnmod16
export DESIGN_NICKNAME = highluhnmod16
export VERILOG_FILES = /design/flow/design.v
export SDC_FILE = /design/flow/constraint.sdc
export NUM_CORES = 4
export LEC_CHECK = 1
export CORE_AREA = 10 10 79 79
export DIE_AREA = 0 0 89 89
==> design/flow/constraint.sdc <==
current_design highluhnmod16

set clk_period 2.6
set clk_io_pct 0.2

create_clock -name clk0 -period $clk_period [get_ports {clock}]

set non_clock_inputs [all_inputs -no_clocks]
set_input_delay [expr $clk_period * $clk_io_pct] -clock clk0 $non_clock_inputs
set_output_delay [expr $clk_period * $clk_io_pct] -clock clk0 [all_outputs]
==> flow_summary.yaml <==
# physical design summary
outcome:
  status: "finished, final reports clean"
synth:
  adder_share_pct: 6.86
  compound_area_share_pct: 18.9
  logic_family: "simple AND/OR/NAND/NOR gates"
  synth.distinct_cells: 49
  synth_flops: 16
  synthSimpleGateAreaFrac_pct: 23.2
  xor_share_pct: 10.3
  ys_cells: 118
  yosysChipArea_sq_mm: 0.00102
  syn_area_sq_mm: 0.00102
  avgSynthCellArea_sq_um: 8.65
  mux_share_pct: 8.46
  ys.warnings.count: 30
  edf_count: 0
  ys.flop_type: "dlxtn_1"
  synthArstFlopShare_pct: 0
  synth_cells: 118
worst_setup_path:
  ff2ff_path_depth: 7
  slowest_delay_ns: 0.50
  worstPathArrival_ns: 2.49
  r2r_end: "cstate_data[0]$_DFF_P_"
  start_kind: "input pin"
  cp_slowest_cell: "or4b_1"
  path_cells: "clkdlybuf4s50_1 -> buf_4 -> nand2b_2 -> o22ai_2 -> ha_1 -> o2111ai_1 -> or4b_1 -> o211ai_2 -> o2111ai_1"
  crit_start: "size_empty"
  r2r_slack_ns: 0.53
  crit_fanout: 8
  r2r_start: "cstate_size[0]$_DFF_P_"
  cpMostUsedCell: "o2111ai_1"
  endpoint_kind: "flop"
  required_ns: 2.67
  worstSetupPathType: "input pin to flop"
  cp-endpoint: "cstate_data[0]$_DFF_P_"
clock_tree:
  cts_root_buffer: "clkbuf_8"
  clk_pin_slew_ns: 0.03
  clockBufferDepth: 2
  htree_num_levels: 1
  cts_setup_buffers: 0
  numCtsBuffers: 3
  cts_tree: "done"
  worstSkewPairLatency_ns: 0.21
  hold_buffers: 0
timing:
  worst_pin_slew_ns: 0.666
  finalMaxSlewViolations: 0
  finalClockPeriodUsage_pct: 92.9
  report.final.setup_viol: 0
  hold_viol_final: 0
  slew_headroom_pct: 55.4
  min_period_ns: 2.42
  tns_ns: 0
  rsz0062_at_grt: "no"
  untimed_endpoints: 14
  skew_ns: 0.00122
  unclocked_regs: 13
  clock.fmax_mhz: 414
detailed_routing:
  antennaDiodeCount: 0
  firstDrtPassIters: 4
  wl_per_cell_microns: 12.0
  route.vias.total: 846
  routed_wl_microns: 2330
  drt_iter0_drc: 27
  drc: 0
  ant_nets: 0
  routed_via_density: 4.34
place:
  place_area_sq_mm: 0.00126
  post-place-cells: 191
  io_buffers: 16
  place.gp.congestion: 0.844
  hpwlAfterDp_microns: 1890
global_routing:
  antenna_found_initial: 0
  grt_max_degree: 16
  grt_pass1_wl_microns: 4070
  grt_overflow: 0
  grt_pass1_vias: 903
  grt_usage_pct: 6.31
pwr:
  leakagePower_nw: 0.543
  peakVddDrop_mv: 0.256
  p_per_area_mw_per_mm2: 273
  finalPower_uw: 358
floorplanning:
  pin_count: 21
  rows: 25
  die_h_microns: 89
  die-area_sq_mm: 0.00792
  core_area_sq_mm: 0.00466
  die_x_microns: 89
  fp_util_pct: 21.9
layout:
  finalNonFillerCells: 195
  utilization_pct: 28.1
  regArea_sq_um: 255
  design_area_sq_mm: 0.00131
  nFillCells: 490
  comb_area_sq_um: 702
  drive_above_1_share_pct: 17.7
  area_delta_synth_final_pct: 28.2
job:
  tool_warnings: 26
  drv_cap: 0
min_path:
  hold_class: "flop to flop"
-- cells in the mapped netlist (2+ instances only) --
cell	count	area [sq um]
ha_1	4	50.1
dlxtn_1	12	180
o2111ai_1	2	17.5
xnor2_1	9	78.8
nor2_1	11	41.3
o21ai_0	3	15.0
nand3b_1	2	15.0
mux2i_1	3	30.0
xor2_1	3	26.3
nand2_1	6	22.5
nor3_1	2	10.0
nand2b_1	3	18.8
mux2_2	5	56.3
inv_1	7	26.3
buf_4	4	30.0
a21o_1	2	15.0
nor2b_1	2	12.5
dfxtp_1	3	60.1
a21oi_1	4	20.0
a22oi_1	2	15.0
-- layout make-up --
type	count	area share (%)
Multi-Input combinational cell	91	53.6
Sequential cell	16	19.5
Tap cell	54	5.16
Inverter	7	2.01
Timing Repair Buffer	23	16.3
Clock buffer	4	3.44
-- timing repair --
action | 4_1_cts | 5_1_grt
gates resized | 0 | 1
hold endpoints to repair | 0 | 0
endpoints found under the setup margin | 0 | 1
-- cell families after synthesis --
kind of cell,count (synthesis)
latches,13
and+or+nand+nor,39
DFF,3
xor gates and xnor gates,12
other,1
AOI/OAI and AO/OA,24
adders and majority gates,5
buffers and inverters,13
muxes,8
-- worst min path at each step --
stage,from,end,slack (ns),depth (start not counted)
CTS,cstate_data[0]$_DFF_P_,cstate_data[0]$_DFF_P_,0.48,2
global route,cstate_data[0]$_DFF_P_,cstate_data[0]$_DFF_P_,0.52,2
finish,cstate_data[0]$_DFF_P_,cstate_data[0]$_DFF_P_,0.47,2
-- layout by cell type (no fill, tap or decap), types with 2 or more instances in the layout --
cell	synthesis	final
mux2i_1	3	3
o21ai_0	3	3
buf_4	4	7
nor2_1	11	11
ha_1	4	4
clkbuf_8	0	3
dlxtn_1	12	12
nand2b_1	3	3
a21oi_1	4	4
xnor2_1	9	9
nand2_1	6	6
clkdlybuf4s50_1	0	16
a21o_1	2	2
nand3b_1	2	2
inv_1	7	7
dfxtp_1	3	3
conb_1	1	3
mux2_2	5	5
o2111ai_1	2	2
xor2_1	3	3
nor3_1	2	2
nor2b_1	2	2
a22oi_1	2	2
-- layer usage --
metal / up-vias / global-route usage, % / wire (microns)
li1: 461 / - / -
met1: 375 / 8.18 / 1170
met2: 10 / 11.0 / 1070
met3: 0 / 1.56 / 84
met4: 0 / 0.145 / 0
met5: - / 0 / 0
-- per-stage QoR --
stage,hold WS [ns],setup slack (ns)
finish,0.472,0.185
CTS,0.479,0.139
floorplan,0.430,0.404
global placement,0.456,-0.0702
detailed placement,0.464,-0.0874
global route,0.515,0.0914
-- critical path: cells and delay by family --
kind,cells,cell delay [ns]
compound gates,4,0.49
fa+ha+maj,1,0.20
buf+inv,2,0.58
simple gates,2,0.69
-- power by group --
| group | switching [mW] | internal (mW) | leakage (nW) | total (mW) |
|---|---|---|---|---|
| combinational | 0.0688 | 0.0776 | 0.393 | 0.146 |
| sequential | 0.00904 | 0.0685 | 0.127 | 0.0775 |
| clock | 0.0293 | 0.104 | 0.0228 | 0.134 |
| total | 0.107 | 0.251 | 0.543 | 0.358 |
-- state kept, by name, indices dropped and copies added, names as in the netlist --
register / count
good_check: 1
cstate_data: 2
accum: 4
cstate_size: 1
nibsize: 8
Power figures rest on the tool's default switching activity, not on a simulated workload.
